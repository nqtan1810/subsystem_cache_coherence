`/design/flow/config.mk`:
```
export PLATFORM = sky130hd
export DESIGN_NAME = register_file
export DESIGN_NICKNAME = register_file
export VERILOG_FILES = /design/flow/design.v
export SDC_FILE = /design/flow/constraint.sdc
export NUM_CORES = 4
export LEC_CHECK = 1
export CORE_UTILIZATION = 40
```
`/design/flow/constraint.sdc`:
```
current_design register_file

set clk_period 19.1
set clk_io_pct 0.2

create_clock -name clk0 -period $clk_period [get_ports {clk}]

set non_clock_inputs [all_inputs -no_clocks]
set_input_delay [expr $clk_period * $clk_io_pct] -clock clk0 $non_clock_inputs
set_output_delay [expr $clk_period * $clk_io_pct] -clock clk0 [all_outputs]
```
`/design/flow/design.v`:
```
`timescale 1ns / 1ps
module register_file (
    input  wire        clk,
    input  wire        rst_n,         
    input  wire        reg_rd_en,
    input  wire [4:0]  reg_addr,
    output reg  [31:0] reg_data,
    input  wire        regwrite,
    input  wire [4:0]  write_reg,
    input  wire [31:0] write_data,
    input  wire [4:0]  rs1,
    input  wire [4:0]  rs2,
    output wire [31:0] read_data1,
    output wire [31:0] read_data2
);
    reg [31:0] regfile [0:31];
    integer i;
    always @(posedge clk) begin
        if (!rst_n) begin
            for (i = 0; i < 32; i = i + 1)
                regfile[i] <= 32'b0;
        end 
        else if (regwrite && write_reg != 0) begin
            regfile[write_reg] <= write_data;
        end
    end
    assign read_data1 = (rs1 == 0) ? 32'b0 : (regwrite && (rs1 == write_reg)) ? write_data : regfile[rs1];
    assign read_data2 = (rs2 == 0) ? 32'b0 : (regwrite && (rs2 == write_reg)) ? write_data : regfile[rs2];
    always @(posedge clk) begin
        if (!rst_n) begin
            reg_data <= 0;
        end 
        else if (reg_rd_en) begin
            reg_data <= regfile[reg_addr];
        end
    end
endmodule
```
`/design/flow/run.sh`:
```
#!/bin/bash
# OpenROAD 26Q1-2900-gdf79404cd8, Yosys 0.63+post, stock flow scripts
make -C /OpenROAD-flow-scripts/flow DESIGN_CONFIG=/design/flow/config.mk WORK_HOME=/design/flow/orfs finish
```
==> changes_impl.md <==
## Implementation

- Dominant flop cell: edfxtp_1
- Final ANT Viol Nets: 0
- Vias/cell: around 6.7
- IO buf count: ~150
- Final HPWL DP: 176 mm
- Setup TNS: 0 ns
- Worst Hold Depth: 1
- Largest net degree at the start of global routing: just under 80
- Post-synth regs: 1056
- Pre-CTS WS: around 6.8 ns
- Cts bufs inserted: roughly 110
- Routed len/inst: 42.0 um
- Flop area: approximately 31000 um2
- First DRT Iteration DRCs: just under 4000
- Core Rows: 146
- CTS max path bufs: 3
- Crit path kind: primary input to primary output
- Root buffer cell: clkbuf_16
- Setup crit end kind: primary output
- Vias: approximately 46000
- CP arrival: 8.47 ns
- Clock slew seen by the registers of the worst setup and hold paths: roughly 0.060 ns
- Hold Startpoint: reg_data[20]
- Avg Cell Area, Syn: 13.9 um2
- Final Setup Violations: 0
- Overall routing resource usage: 38.2%
- FFs w/ async S/R, synth: 0%
- Most numerous logic cell after layout: edfxtp_1
- Most numerous logic cells after layout: 1024 x edfxtp_1, 999 x and2_1, 597 x mux4_2
- Critical Path Max Stage Delay: just over 0.7 ns
- Chip height: 403 um
- Final worst slack: between 6 and 7 ns
- Die W: 403 um
- Post-CTS Setup Bufs: 0
- Met2 usage: 50.4%
- Hold_buf cts: 0
- Vias in the first global route: 48600
- R2r endpoint: reg_data[1]
- Post-Syn Area: 64300 um2
- R2R Setup Slk: 17.03 ns
- Yosys warning count: 1
- Initial antenna violation count: 25
- Post-CTS resize count: 0
- Area of the core: 159000 um2
- RSZ-0062 raised after global routing: false
- Static Leak: ~25 nW
- Placer Congestion: 1.02
- Syn Inst Count: 4609
- CTS tree: yes
- Final min period: 12.29 ns
- Worst path cell trace: buf_8 -> buf_4 -> buf_4 -> buf_4 -> buf_4 -> mux4_2 -> mux2i_1 -> o2111ai_1 -> o221a_2 -> clkdlybuf4s50_1
- Post-layout util: a little under half
- Top cell by count, worst path: buf_4
- Status: finished clean
- Worst skew pair latency: 0.77 ns
- Slew @ Worst Pin: 1.32 ns
- Yosys stat chip area: 64300 um2
- Worst Hold End: reg_data[20]
- Overflow after GRT: 0
- Max Freq: 0.0814 GHz
- Htree depth: 3
- Inst Count DP: 6596
- Crit path DRT: 15.28 ns
- # DRC: 0
- Worst vdd rail ir drop: 0.0000727 V
- Setup crit start kind: primary input
- EDFF count, synth: just over 1000
- Crit path max fanout: 39
- CTS sink cnt: 1056
- Distinct cells, synth: 63
- Max Cap Viol: 0
- GR Util met3: 35.4%
- Filler Cells Inserted: about 14000
- Hold Crit Class: flop to flop
- GRT busiest layer: met2
- Die Size: 162000 um2
- Logic area: a little over 30000 um2
- Routing usage on met1: 39.0%
- Pwr dens: 85.0 nW/um2
- Reg2reg start: regfile[29][1]
- Seq/Total Area, Yosys: 48.9%
- Routed WL: 287 mm
- OpenROAD warnings: 27
- Final Non-Filler Cells: 6830
- Share of layout cells above drive strength 1: 24.4%
- Slowest-stage cell, CP: buf_4
- Final Skew: 0.0333 ns
- Final period util: between 60 and 70%
- Init Core Util: between 40% and 50%
- Final Hold Viols: 0
- First-pass GRT wire length: 390 mm
- # Cells Yosys: 4609
- Worst slew margin: between 10% and 20%
- Max-slew violation count: 0
- Area grow syn2layout: 12.8%
- Worst r2r path cells: 4
- Drt pass-1 iters: 6
- IO Pins: 152
[cell usage after synthesis, drive strengths merged (13+ instances only)]
| library cell | count | area share (%) |
|---|---|---|
| a22o | 29 | 0.40 |
| a221o | 17 | 0.26 |
| nand2 | 84 | 0.49 |
| and2 | 1000 | 9.7 |
| buf | 185 | 2.0 |
| nor2 | 114 | 0.67 |
| o211ai | 19 | 0.22 |
| a32o | 21 | 0.33 |
| mux4 | 597 | 21 |
| a22oi | 201 | 2.3 |
| o21ai | 121 | 0.94 |
| a211oi | 13 | 0.15 |
| clkbuf | 331 | 1.9 |
| o221a | 24 | 0.42 |
| nand3 | 34 | 0.26 |
| dfxtp | 32 | 1.0 |
| mux2i | 414 | 6.4 |
| edfxtp | 1024 | 48 |
| o22ai | 87 | 0.85 |
| a21oi | 91 | 0.71 |
[layer usage]
metal | wire, um | part of all wire [%]
met3 | 61300 | 21
met5 | 1630 | 0.57
met2 | 120000 | 42
met1 | 82600 | 29
met4 | 21600 | 7.5
[worst max path at each step]
| stage | slack [ns] | endpoint | cells after the start | from |
|---|---|---|---|---|
| 5_1_grt | 6.60 | read_data1[27] | 10 | rs1[0] |
| 4_1_cts | 6.80 | read_data1[27] | 10 | rs1[0] |
| 6_report | 6.81 | read_data1[27] | 10 | rs1[0] |
[where the power goes]
group	internal (mW)	total [mW]	switching, mW
sequential	2.67	2.78	0.104
clock	1.39	2.37	0.980
combinational	0.418	1.02	0.599
total	4.48	6.16	1.68
[registers in the layout, indices dropped and copies added, names as in the netlist]
signal	cells
reg_data	32
regfile	1024
[worst max-delay path: cells and delay by family]
family / cells / cell delay, ns
mux: 2 / 0.74
compound gates: 2 / 0.46
buf+inv: 6 / 3.25
[cell type report]
| type | instances | area share, % |
|---|---|---|
| Sequential cell | 1056 | 43.3 |
| Multi-Input combinational cell | 3064 | 43.0 |
| Timing Repair Buffer | 400 | 4.70 |
| Clock buffer | 156 | 4.41 |
| Tap cell | 2072 | 3.58 |
| Clock inverter | 57 | 0.973 |
| Antenna cell | 21 | 0.0725 |
| Inverter | 4 | 0.0207 |
[through the flow]
stage	hold WS [ns]	power (mW)	cell area, um2
floorplan	0.419	3.35	64400
global placement	0.458	3.80	68500
global route	0.500	6.29	72500
detailed placement	0.467	3.80	68500
finish	0.477	6.16	72500
CTS	0.481	6.13	72400
[cell families after synthesis]
kind of cell / synth area share (%)
compound gates: 7.64
xor+xnor: 0.136
buf+inv: 4.01
flops: 48.9
mux: 27.4
other cells: 0.00584
simple gates: 11.9
Power figures rest on the tool's default switching activity, not on a simulated workload.
